<file path="/design/flow/config.mk">
export PLATFORM = sky130hd
export DESIGN_NAME = clockDivider
export DESIGN_NICKNAME = clockDivider
export VERILOG_FILES = /design/flow/design.v
export SDC_FILE = /design/flow/constraint.sdc
export NUM_CORES = 4
export LEC_CHECK = 1
export CORE_AREA = 10 10 105 105
export DIE_AREA = 0 0 115 115
</file>
<file path="/design/flow/constraint.sdc">
current_design clockDivider

set clk_period 5.5
set clk_io_pct 0.2

create_clock -name clk0 -period $clk_period [get_ports {clockIn}]

set non_clock_inputs [all_inputs -no_clocks]
set_input_delay [expr $clk_period * $clk_io_pct] -clock clk0 $non_clock_inputs
set_output_delay [expr $clk_period * $clk_io_pct] -clock clk0 [all_outputs]
</file>
<file path="/design/flow/design.v">
module clockDivider(clockIn, clockOut);
	input clockIn;  
	output reg clockOut = 0;
	parameter divValue = 0;
	integer counterValue = 0;
	always @(posedge clockIn) begin
		if (counterValue == divValue)
			counterValue <= 0;
		else
			counterValue <= counterValue+1;
	end
	always @(posedge clockIn) begin
		if (counterValue == divValue)
			clockOut <= ~clockOut;
		else
			clockOut <= clockOut;
	end
endmodule
module clockDivider_testbench;
	reg clockIn;
	wire clockOut;
	clockDivider DUT (.clockIn(clockIn), .clockOut(clockOut));
	initial begin
		clockIn = 0;
	end
	always begin
		clockIn <= 0; #10; clockIn <= 1; #10;
	end
endmodule
</file>
<file path="/design/flow/run.sh">
#!/bin/bash
# OpenROAD 26Q1-2900-gdf79404cd8, Yosys 0.63+post, stock flow scripts
make -C /OpenROAD-flow-scripts/flow DESIGN_CONFIG=/design/flow/config.mk WORK_HOME=/design/flow/orfs finish
</file>
==> run_results.csv <==
group,metric,value,unit
status,outcome,"finished, final reports clean",
route,drt_pass1_iterations,4,
setup_path,crit_fanout,2,
setup_path,cpPeakStageDelay,0.46,ns
setup_path,count_of_buffer_and_inverter_cells_on_the_critical_path,1,
power_and_ir_drop,leakagePower,0.509,nW
min_path,hold_path_end,"counterValue[31]$_SDFF_PN0_",
die,core_area,0.00876,mm^2
route,antennaDiodeCount,0,
yosys,synth.distinct_cells,27,
min_path,hold_path_depth,1,
final_layout,fillers,949,
clock_tree,clock-sinks,33,
clock_tree,cts-root-buf,"sky130_fd_sc_hd__clkbuf_8",
yosys,ys_chip_area,0.00143,mm^2
die,top_level_ports,2,
timing,final-max-slew-violation-count,0,
timing,relSlewSlack,58.3,%
clock_tree,cts_setup_buffers,0,
setup_path,reg2reg_to,"counterValue[30]$_SDFF_PN0_",
setup_path,r2r_slack,3.72,ns
yosys,netlist.area_leader.share,44.8,%
global_routing,pin_count_of_the_biggest_net_entering_global_routing,14,
clock_tree,clk_pin_slew_worst_paths,0.06,ns
clock_tree,cts_tree,"done",
run,warning_count,26,
yosys,synth.yosys.warnings,1,
yosys,postSynth.topFlopCell,"sky130_fd_sc_hd__dfxtp_1",
global_routing,antenna_violations_before_repair,0,
clock_tree,cts_hold_buffers,0,
setup_path,critical-path-slowest-cell,"sky130_fd_sc_hd__clkdlybuf4s50_1",
clock_tree,max-clock-path-buffers,2,
timing,fin_ws,3.32,ns
power_and_ir_drop,peakVddDrop,125,uV
yosys,asyncSetResetFlopFracSynth,0,%
global_routing,track_usage,3.58,%
timing,finalSetupTns,0,ns
power_and_ir_drop,power_density,262,mW/mm^2
global_routing,grt_overflow_total,0,
final_layout,final_cell_area,0.00166,mm^2
power_and_ir_drop,p_total,436,uW
setup_path,end_kind,"output pin",
yosys,instance_tally_after_logic_synthesis,139,
route,drcViolationCount,0,
timing,fin_skew,0.00522,ns
die,die_height,115,um
final_layout,finalNonFillerCells,253,
placement,placement.cell_area,0.00156,mm^2
setup_path,critical_path.cell_chain,"clkdlybuf4s50_1",
run,maxCapViolCount,0,
setup_path,worstPathArrival,1.08,ns
clock_tree,post_cts.resized_instances,0,
die,die-area,0.0132,mm^2
global_routing,wire_length_of_the_first_global_routing_pass,3970,um
setup_path,crit-reg2reg-launch,"counterValue[0]$_SDFF_PN0_",
placement,gpl.final_weighted_congestion,0.809,
min_path,timing.hold.worst.class,"flop to flop",
placement,post-place-ws,3.61,ns
timing,fmax,459,MHz
die,fp.dieW,115,um
setup_path,cp_data_required_time,4.40,ns
yosys,synth.cell_area,0.00143,mm^2
clock_tree,cts_buffers,5,
yosys,yosys-top-cells-area,"sky130_fd_sc_hd__dfxtp_1, sky130_fd_sc_hd__xnor2_1, sky130_fd_sc_hd__nand3_1, sky130_fd_sc_hd__nand4_1, sky130_fd_sc_hd__nor4_1",
placement,placedCellCount,245,
yosys,ys_ff,33,
final_layout,share_of_cells_above_drive_strength_1,14.5,%
route,routed_wl,2180,um
setup_path,r2r_cells,5,
clock_tree,cts-htree-levels,2,
route,avgViaCountPerCell,3.72,
timing,setup_viol_count_final,0,
route,ant_nets,0,
setup_path,path_delay_family,"buffers and inverters",
yosys,synthDominantAreaCellType,"sky130_fd_sc_hd__dfxtp_1",
route,per_cell_routed_wire_length,8.60,um
timing,report.final.hold_viol_count,0,
min_path,hold_path.startpoint,"counterValue[31]$_SDFF_PN0_",
yosys,enable_flop_cells,1,
yosys,ys_seq_share,46.9,%
yosys,yosysCellCount,139,
final_layout,area_growth_syn_to_layout,16.2,%
timing,transition_time_at_the_pin_with_the_least_slew_margin,0.621,ns
timing,grt_setup_unrepaired,"no",
timing,min_period_over_period,39.6,%
route,route.vias.total,942,
yosys,mean_instance_size_in_the_synthesized_netlist,10.3,um^2
die,initCoreUtil,16.3,%
placement,io_buffer_count,1,
route,detail_route.iter0.violations,38,
clock_tree,insertion_delay,0.28,ns
timing,timing.final.crit_period,2.18,ns
placement,hpwlAfterDp,1550,um
die,rows,34,
setup_path,cp-start-kind,"flop",
setup_path,setup_cp_type,"flop to output pin",
global_routing,grt_pass1_vias,879,
-- cells in the final DEF, fill, tap and decap left out --
cell,count
sky130_fd_sc_hd__nor4_4,2
sky130_fd_sc_hd__dfxtp_1,32
sky130_fd_sc_hd__edfxtp_1,1
sky130_fd_sc_hd__xor2_1,4
sky130_fd_sc_hd__nand3_1,15
sky130_fd_sc_hd__nand4_1,10
sky130_fd_sc_hd__and4_2,2
sky130_fd_sc_hd__xnor2_1,26
sky130_fd_sc_hd__nand4_4,1
sky130_fd_sc_hd__nand2_1,7
sky130_fd_sc_hd__and3_1,1
sky130_fd_sc_hd__nand3_4,1
sky130_fd_sc_hd__nor4b_1,1
sky130_fd_sc_hd__nor2_2,1
sky130_fd_sc_hd__or4_4,1
sky130_fd_sc_hd__inv_1,5
sky130_fd_sc_hd__nand3_2,1
sky130_fd_sc_hd__nor2b_1,1
sky130_fd_sc_hd__nor2_1,8
sky130_fd_sc_hd__clkbuf_8,7
sky130_fd_sc_hd__clkinv_2,1
sky130_fd_sc_hd__and2_1,1
sky130_fd_sc_hd__ha_1,2
sky130_fd_sc_hd__nand4_2,1
sky130_fd_sc_hd__nor4_1,7
sky130_fd_sc_hd__nor3_1,2
sky130_fd_sc_hd__and3_2,3
sky130_fd_sc_hd__clkdlybuf4s50_1,1
-- layout make-up --
cell class                 instances  area [um^2]  area share [%]
clock buffer                       7         96.3            5.79
clock inverter                     1         5.00           0.301
inverter                           5         18.8            1.13
multi-input combinational         98          727            43.7
sequential                        33          671            40.3
tap                              108          135            8.13
timing repair buffer               1         10.0           0.602
-- report_power, final --
group	total, mW	switching [mW]	internal [mW]
clock	0.196	0.0831	0.113
sequential	0.240	0	0.240
combinational	0.000000186	0	0
total	0.436	0.0831	0.353
-- cells in the mapped netlist (2+ instances only) --
| master | number |
|---|---|
| sky130_fd_sc_hd__and3_2 | 3 |
| sky130_fd_sc_hd__and4_2 | 2 |
| sky130_fd_sc_hd__clkbuf_2 | 2 |
| sky130_fd_sc_hd__dfxtp_1 | 32 |
| sky130_fd_sc_hd__ha_1 | 2 |
| sky130_fd_sc_hd__inv_1 | 5 |
| sky130_fd_sc_hd__nand2_1 | 7 |
| sky130_fd_sc_hd__nand3_1 | 15 |
| sky130_fd_sc_hd__nand4_1 | 10 |
| sky130_fd_sc_hd__nor2_1 | 8 |
| sky130_fd_sc_hd__nor3_1 | 2 |
| sky130_fd_sc_hd__nor4_1 | 7 |
| sky130_fd_sc_hd__nor4_4 | 2 |
| sky130_fd_sc_hd__xnor2_1 | 26 |
| sky130_fd_sc_hd__xor2_1 | 4 |
-- cell families (layout without fill, tap and decap cells) --
group | count (synthesis) | count (layout) | synth area share [%]
simple gates | 66 | 66 | 30.7
fa+ha+maj | 2 | 2 | 1.75
flops | 33 | 33 | 46.9
buf+inv | 8 | 14 | 2.36
xor+xnor | 30 | 30 | 18.4
-- metrics by stage --
stage / hold slack [ns] / utilization (%)
5_1_grt: 0.517 / 19.0
3_3_place_gp: 0.452 / 17.8
2_1_floorplan: 0.435 / -
3_5_place_dp: 0.460 / 17.8
6_report: 0.464 / 19.0
4_1_cts: 0.473 / 19.0
-- state kept, by name, indices dropped and copies added, names as in the netlist --
register / flops
clockOut: 1
counterValue: 32
-- per-layer routing --
layer  global-route usage [%]  share of wire [%]  vias up
li1                         -                  -      496
met1                     5.35                 53      432
met2                     4.88                 42       14
met3                     1.53                5.2        0
met4                    0.248                  0        0
met5                        0                  0        -
-- worst max-delay path by stage --
stage	cells after the start	start	to	slack (ns)
finish	1	clockOut$_DFFE_PN_	clockOut	3.32
CTS	1	clockOut$_DFFE_PN_	clockOut	3.30
global route	1	clockOut$_DFFE_PN_	clockOut	3.26
